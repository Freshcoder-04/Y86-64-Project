`flow/run.sh`:
```
#!/bin/bash
# OpenROAD 26Q1-2900-gdf79404cd8, Yosys 0.63+post, stock flow scripts
make -C /OpenROAD-flow-scripts/flow DESIGN_CONFIG=/design/flow/config.mk WORK_HOME=/design/flow/orfs finish
```
`flow/config.mk`:
```
export PLATFORM = sky130hd
export DESIGN_NAME = E_reg
export DESIGN_NICKNAME = E_reg
export VERILOG_FILES = /design/flow/design.v
export SDC_FILE = /design/flow/constraint.sdc
export NUM_CORES = 4
export LEC_CHECK = 1
export CORE_AREA = 10 10 196 196
export DIE_AREA = 0 0 206 206
```
`flow/constraint.sdc`:
```
current_design E_reg

set clk_period 1.0
set clk_io_pct 0.2

create_clock -name clk0 -period $clk_period [get_ports {clk}]

set non_clock_inputs [all_inputs -no_clocks]
set_input_delay [expr $clk_period * $clk_io_pct] -clock clk0 $non_clock_inputs
set_output_delay [expr $clk_period * $clk_io_pct] -clock clk0 [all_outputs]
```
`flow/design.v`:
```
module E_reg(clk,d_stat,d_icode,d_ifun,d_valC,d_valA,d_valB,d_dstE,d_dstM,d_rA,d_rB, E_stat,E_icode,E_ifun,E_valC,E_valA,E_valB,E_rA,E_rB,E_dstE,E_dstM,E_bubble);
input clk;
input [1:0] d_stat;
input [3:0] d_icode,d_ifun,d_dstE,d_dstM,d_rA,d_rB;
input [63:0] d_valC,d_valA,d_valB;
input wire E_bubble;
output reg [1:0] E_stat;
output reg [3:0] E_icode,E_ifun,E_dstE,E_dstM,E_rA,E_rB;
output reg [63:0] E_valC,E_valA,E_valB;
initial begin
    E_stat = 2'd0;
    E_dstE = 4'hF;
    E_dstM = 4'hF;
    E_icode = 4'd0;
    E_ifun = 4'd0;
    E_valC = 64'd0;
    E_valA = 64'd0;
    E_valB = 64'd0;
    E_rA = 4'hF;
    E_rB = 4'hF;
end
always@(posedge clk) begin
    if(E_bubble)begin
        E_stat = 2'd0;
        E_dstE = 4'hF;
        E_dstM = 4'hF;
        E_icode = 4'd0;
        E_ifun = 4'd0;
        E_valC = 64'd0;
        E_valA = 64'd0;
        E_valB = 64'd0;
        E_rA = 4'hF;
        E_rB = 4'hF;
    end
    else begin
        E_stat = d_stat;
        E_icode = d_icode;
        E_ifun = d_ifun;
        E_valC = d_valC;
        E_valA = d_valA;
        E_valB = d_valB;
        E_dstE = d_dstE;
        E_dstM = d_dstM;
        E_rA = d_rA;
        E_rB = d_rB;
    end
end
endmodule
```
==> out/qor.yml <==
finish:
  lay_top_count: "clkdlybuf4s50_1"
  fin_util_pct: 31.7
  drive_gt1_share_pct: 38.3
  logic_area_sq_um: 1390
  num-fill-cells: 3519
  final_cell_mix: "clkdlybuf4s50_1, buf_2, nor2b_1, dfxtp_1, dfxtp_2"
  syn2layout_area_growth_pct: 84.1
  regArea_sq_um: 4440
grt:
  use_met2_pct: 16.4
  grt_max_degree: 34
  met1_usage_pct: 11.3
  track_usage_pct: 10.3
  first_global_vias: 5172
  grt_first_pass_wirelength_um: 32600
  antenna_found_initial: 2
  use_met3_pct: 6.91
  gr-total-overflow: 0
  busiest_layer: "met2"
worst_hold_path:
  worstHoldPathType: "in2reg"
  hold_path_startpoint: "d_valB[10]"
final_timing:
  finalCritPeriodShare_pct: 117
  slew_headroom_pct: 83.7
  min_period_ns: 1.17
  tightest_slew_ns: 0.245
  fmax_mhz: 852
  hold_viol_final: 0
  setup_viol: 218
  layout_setup_ws_ns: -0.174
  slew_viol_final: 0
  rsz0062_at_grt: "true"
  hold_ws_ns: 0.226
yosys:
  synthCells: 460
  avgSynthCellArea_sq_um: 12.9
  ys.warnings.count: 1
  synth_flops: 218
  yosysCellCount: 460
  netlist_area_sq_um: 5920
  postSynthSeqShare_pct: 73.7
  synthDistinctLibCells: 7
  ys_chip_area_sq_um: 5920
clock_tree:
  cts_root_buf: "clkbuf_16"
  cts_tree: "done"
  htreeDepth: 1
  clock_path_buffers: 3
  cts.sinks: 218
  clkTransAtPathRegs_ns: 0.06
  cts_buffers: 24
worst_setup_path:
  crit_path_start: "E_valC[38]"
  cp_cell_sequence: "buf_6"
  path_delay_family: "flip-flops"
  crit_cells: 1
  crit_buf_inv: 1
  critPathCapture: "E_valC[38]"
  worstPathArrival_ns: 0.97
  cp-start-kind: "flop"
  worstPathRequired_ns: 0.80
  cpPeakStageDelay_ns: 0.36
  worstSetupPathType: "reg2out"
  crit_slowest_cell: "dfxtp_4"
  cp_max_fo: 1
  worstSetupEndpointType: "output port"
floorplan:
  io_pins: 438
  die_w_um: 206
  fp-utilization_pct: 17.2
  core_area_sq_um: 34400
  die_h_um: 206
  rows: 68
  chipArea_sq_um: 42400
power_and_ir_drop:
  power.leakage_nw: 4.80
  power_density_nw_per_um2: 1780
  max-vdd-ir-drop_v: 0.00111
drt:
  first_pass_iters: 6
  drt_iter0_drc: 90
  ant_nets: 0
  vias: 4824
  wl_um: 23600
  post_drt_wl_per_cell_um: 16.9
  vias_per_cell: 3.44
  drc_errors: 0
placement:
  hpwl_um: 19000
  pre_cts_slack_ns: -0.126
  routabilityCongestion: 0.814
  place.port_buffers: 437
run:
  maxCapViolations: 0
  warnings: 27
run_status:
  violations: "negative setup slack"
  outcome: "complete, but fails checks"
-- cells by family (layout without fill, tap and decap cells) --
group	Yosys count	count (layout)	share of synthesized area, %
AND/OR/NAND/NOR	218	218	23.0
other	0	1	0
flip-flops	218	218	73.7
buffers and inverters	24	509	3.32
-- metrics by stage --
step                      std cells  area, sq um  setup TNS [ns]  power (mW)
after floorplan                 460         5920               0        9.77
after global placement         1354        10900           -1.00        11.8
after detailed placement       1354        10900          -0.936        11.8
after CTS                      1395        10700          -33.91        19.7
after global routing           1400        10900          -34.81        20.3
final                          1401        10900          -25.31        19.4
-- repair_timing --
item	in CTS	in global routing
resized	766	46
hold endpoints to repair	8	0
cloned	0	2
setup buffers	0	3
hold buffers	1	0
setup endpoints to repair	218	320
-- worst min path at each step --
stage	end	slack, ns	depth (start not counted)
CTS	E_valB[10]	0.19	2
global route	E_valA[17]	0.21	2
finish	E_valB[10]	0.23	2
-- Yosys cell counts --
cell type	instances	area [sq um]
clkbuf_1	1	3.75
dfxtp_1	218	4360
buf_2	10	50.1
buf_4	1	7.51
or2_2	16	100
nor2b_1	202	1260
buf_6	12	135
-- report_power, final --
group	switching [mW]	internal [mW]
clock	3.31	4.84
combinational	0.531	1.43
sequential	0.122	9.18
-- state kept, by name, summed over array words and instances (netlist names) --
register	cells
E_icode	4
E_dstM	4
E_ifun	4
E_rA	4
E_rB	4
E_stat	2
E_valA	64
E_valB	64
E_dstE	4
E_valC	64
-- final cells by class --
type,count,area share (%)
well taps,455,5.22
clock inverters,2,0.0918
flip-flops and latches,218,40.7
repair buffers,469,34.6
multi-input cells,218,12.8
diodes,1,0.0229
clock buffers,38,6.55
-- routing by layer --
metal,up-vias,part of all wire (%)
met2,331,44
met3,34,18
li1,2324,-
met5,-,0.051
met1,2133,36
met4,2,1.8
No activity file was given, so power comes from the tool's default toggle rates.
