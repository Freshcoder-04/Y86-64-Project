==> /design/flow/config.mk <==
export PLATFORM = sky130hd
export DESIGN_NAME = M_reg
export DESIGN_NICKNAME = M_reg
export VERILOG_FILES = /design/flow/design.v
export SDC_FILE = /design/flow/constraint.sdc
export NUM_CORES = 4
export LEC_CHECK = 1
export CORE_AREA = 10 10 214 214
export DIE_AREA = 0 0 224 224
==> /design/flow/constraint.sdc <==
current_design M_reg

set clk_period 1.0
set clk_io_pct 0.2

create_clock -name clk0 -period $clk_period [get_ports {clk}]

set non_clock_inputs [all_inputs -no_clocks]
set_input_delay [expr $clk_period * $clk_io_pct] -clock clk0 $non_clock_inputs
set_output_delay [expr $clk_period * $clk_io_pct] -clock clk0 [all_outputs]
==> /design/flow/design.v <==
module M_reg(clk, e_stat, e_icode, e_Cnd, e_valE, e_valA,e_valB, e_dstE, e_dstM, M_stat, M_icode, M_Cnd, M_valE, M_valA, M_valB, M_dstE, M_dstM);
input clk;
input [1:0] e_stat;
input [3:0] e_icode;
input e_Cnd;
input [63:0] e_valE, e_valA, e_valB;
input [3:0] e_dstE, e_dstM;
output reg [1:0] M_stat;
output reg [3:0] M_icode;
output reg M_Cnd;
output reg [63:0] M_valE, M_valA, M_valB;
output reg [3:0] M_dstE, M_dstM;
initial begin
    M_Cnd = 0;
    M_dstE = 4'hf;
    M_dstM = 4'hf;
    M_icode = 4'd0;
    M_valA = 64'd0;
    M_valB = 64'd0;
    M_valE = 64'd0;
end
always@(posedge clk)
begin
    M_stat = e_stat;
    M_icode = e_icode;
    M_Cnd = e_Cnd;
    M_valE = e_valE;
    M_valA = e_valA;
    M_valB = e_valB;
    M_dstE = e_dstE;
    M_dstM = e_dstM;
end
endmodule
==> /design/flow/run.sh <==
#!/bin/bash
# OpenROAD 26Q1-2900-gdf79404cd8, Yosys 0.63+post, stock flow scripts
make -C /OpenROAD-flow-scripts/flow DESIGN_CONFIG=/design/flow/config.mk WORK_HOME=/design/flow/orfs finish
==> results_slide.txt <==
Flow Results at a Glance

Die
  – Chip footprint: 50200 um^2
  – Core area: 41000 um^2
  – Row count: 74
  – Number of top-level pins: 415
  – Fp util: 0.101
  – Die width: 224 um
  – Die height: 224 um

CTS
  – TritonCTS clock tree: done
  – Max clock buf depth: 3
  – Cts hold-fix bufs: 0
  – CTS root buffer: clkbuf_16
  – Num CTS Buffers: 22
  – CTS clk-pin slew, worst paths: 60 ps
  – Number of H-tree levels: 1
  – CTS Sinks: 207

Power
  – Worst vdd rail ir drop: 1.39 mV
  – Total power: 0.0180 W
  – Logic gate share of total power: 0.068
  – Sw Ratio: 0.195
  – Sequential share of power: 0.490
  – Power density over cell area: 2050 nW/um^2
  – Switch Pwr: 0.00351 W
  – Clk pwr share: 0.443
  – Leak Pwr: 3.75 nW
  – Int Pwr: 0.0145 W

Layout
  – End-of-flow core utilization: 0.214
  – Logic area: 0 um^2
  – Finished Layout Cells: 1190
  – #MultiIn Comb: 0
  – Most common logic cells in the final layout: clkdlybuf4s50_1 (207), buf_2 (195), dfxtp_1 (177), dfxtp_2 (25), clkbuf_16 (23)
  – Share of cells above drive strength 1: 0.413
  – Commonest Layout Cell: clkdlybuf4s50_1
  – Area grow syn2layout: 111%

Detailed routing
  – Post-DR wirelength/cell: 14.4 um
  – 1st-pass router iterations: 2
  – Vias/cell: 2.65
  – Remaining DRCs: 0
  – Routed Antenna Nets: 0
  – Routed WL: 17.1 mm
  – Vias: 3153
  – Iteration-0 DRC Markers: 45
  – Diodes inserted: 0

STA
  – Fmax: 0.821 GHz
  – Final hold viol count: 0
  – Setup TNS: -23400 ps
  – Min Clock Period, post-route: 1220 ps
  – Final Cycle Share: 1.22
  – Unrepaired setup endpoints after global routing: yes
  – Final Max Tran Viols: 0
  – Setup violators final: 207
  – Least-Margin Pin Slew: 148 ps
  – Worst slew margin: 0.901
  – Fin worst setup slack: -217 ps

Yosys
  – Ys cells: 207
  – Netlist cell types: 1
  – Post-Synthesis Cells: 207
  – Mapped cell area: 4140 um^2
  – YS chip area: 4140 um^2
  – Synth top area cells: dfxtp_1 (100%)
  – Avg Cell Area, Syn: 20.0 um^2
  – Area leader share: 1.00
  – Ys flops: 207
  – Post-synth seq share: 1.00
  – Yosys top cell by area: dfxtp_1
  – Yosys warning total: 1

Global route
  – Total track usage: 0.0642
  – Vias in the first global route: 3504
  – Initial antenna violation count: 0
  – Grt ovf: 0
  – First-pass GRT wire length: 24.1 mm
  – Largest net degree at the start of global routing: 15

Place
  – Dpl hpwl: 14.0 mm
  – Place WS: -261 ps
  – Gpl congestion: 0.740
  – IO Port Bufs: 414
  – Placed insts: 1153

Setup path
  – Crit-path cells: buf_6
  – Type of destination of the critical path: primary output
  – CP Launch Type: flip-flop
  – CP peak stage delay: 400 ps
  – Crit-path leading delay family: flip-flops
  – Crit path DRT: 800 ps
  – Worst path bufs/invs: 1
  – Data arrival time of the worst path: 1020 ps
  – Worst Path Max Fanout: 1
  – Slowest CP cell: dfxtp_4
  – Crit Path Class: reg2out

Hold path
  – Hold crit path type: in2reg

Flow run
  – MaxCap Viol Count: 0
  – Tool Warnings: 27

Status
  – Status: complete, but fails checks
  – Failing checks: setup timing
sequential cells by signal, indices dropped and copies added, names as in the netlist:
signal	cells
M_Cnd	1
M_dstE	4
M_dstM	4
M_icode	4
M_stat	2
M_valA	64
M_valB	64
M_valE	64
synthesized netlist by cell type (all sizes together):
cell type and number:
dfxtp 207
metal layers:
layer | global-route usage | vias up | part of all wire
li1 | - | 1519 | -
met1 | 0.0659 | 1364 | 0.34
met2 | 0.104 | 241 | 0.46
met3 | 0.0453 | 29 | 0.17
met4 | 0.0165 | 0 | 0.028
met5 | 0 | - | 0
area by class of cell:
type                  count  area, um^2
fill                   4414       32300
clock inverter            7        68.8
sequential              207        4190
timing repair buffer    414        3180
clock buffer             30         652
tap                     532         666
worst paths after layout:
check	from	to	slack [ps]	cells after the start
max	M_valA[10]$_DFF_P_	M_valA[10]	-220	1
min	e_valA[10]	M_valA[10]$_DFF_P_	120	1
stage by stage:
| stage | cell area [um^2] | hold WS [ps] |
|---|---|---|
| after floorplan | 4140 | 228 |
| after global placement | 8950 | 648 |
| after detailed placement | 8950 | 652 |
| after CTS | 8730 | 71.9 |
| after global routing | 8760 | 77.0 |
| final | 8760 | 115 |
power groups by stage:
stage	registers (W)	logic (W)	clock network [W]
CTS	0.00881	0.00126	0.00832
global route	0.00885	0.00133	0.00863
finish	0.00881	0.00122	0.00797
repair_timing:
item,4_1_cts,5_1_grt
resized,700,16
pin swaps,0,0
endpoints found under the setup margin,207,207
buffers inserted,0,0
hold endpoints to repair,0,0
kinds of logic (layout without fill, tap and decap cells):
family,after synthesis,in the layout,synth area share
flip-flops,207,207,1.00
buffers and inverters,0,451,0
No activity file was given, so power comes from the tool's default toggle rates.
